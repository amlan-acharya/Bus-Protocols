`design/flow/config.mk`:
```
export PLATFORM = sky130hd
export DESIGN_NAME = apb_system
export DESIGN_NICKNAME = apb_system
export VERILOG_FILES = /design/flow/design.v
export SDC_FILE = /design/flow/constraint.sdc
export NUM_CORES = 4
export LEC_CHECK = 1
export CORE_UTILIZATION = 50
```
`design/flow/constraint.sdc`:
```
current_design apb_system

set clk_period 8.4
set clk_io_pct 0.2

create_clock -name clk0 -period $clk_period [get_ports {pclk}]

set non_clock_inputs [all_inputs -no_clocks]
set_input_delay [expr $clk_period * $clk_io_pct] -clock clk0 $non_clock_inputs
set_output_delay [expr $clk_period * $clk_io_pct] -clock clk0 [all_outputs]
```
`design/flow/design.v`:
```
interface apb_system_if();
    reg pwrite,ptransfer,presetn,pclk;
    reg [31:0] paddr, pwdata;
    wire [31:0] prdata;
    wire pready,pslverr;
endinterface
`timescale 1ns/1ps
module apb_bridge(
    input pready,pclk,presetn,
    input ptransfer,
    output logic pselx,penable
  );
  reg [1:0] state;
  localparam IDLE = 2'd0, SETUP=2'd1, ACCESS=2'd2;
  always @(posedge pclk) begin
    if(!presetn) begin
        case(state)
          IDLE :
            if(!ptransfer) state=IDLE;
            else state=SETUP;
          SETUP :
            state=ACCESS;
          ACCESS :
            if(!pready) state=ACCESS;
            else if (pready && ptransfer) state=SETUP;
            else if(pready && !ptransfer) state=IDLE;
          default : state=IDLE;
      endcase
    end
  end
  always @ (state)
  begin
    case(state)
      IDLE : begin pselx='h0 ; penable='h0 ; end
      SETUP : begin pselx='h1; penable='h0; end
      ACCESS : begin pselx='h1; penable='h1; end
      default : begin pselx='h0; penable='h0; end
    endcase
  end
endmodule
`timescale 1ns/1ps
module apb_peripheral(
    output logic pready,pslverr,
    output logic [31:0] prdata='hz,
    input pclk,presetn,pwrite,penable,pselx,
    input [31:0] paddr,
    input [31:0] pwdata
  );
  localparam N = 5;
  reg [31:0] ctrl_reg0='h0,ctrl_reg1='h0,ctrl_reg2='h0,ctrl_reg3='h0,ctrl_reg4='h0,temp;
  reg [1:0] state;
  localparam IDLE = 2'd0, SETUP = 2'd1, TRANSFER = 2'd2, ERROR = 2'd3;
  always @(posedge pclk) begin
    if(!presetn) begin
      case(state)
        IDLE :
          if(pselx) state=SETUP;
          else state=IDLE;
        SETUP :
          begin
            if(penable && pselx)
            begin
              if(paddr<=N) state=TRANSFER;
              else state=ERROR;
            end
            else state=SETUP;
          end
        TRANSFER : state=IDLE;
        ERROR : state=IDLE;
          default : state=IDLE;
      endcase
    end
    else begin
      ctrl_reg0='h0;
      ctrl_reg1='h0;
      ctrl_reg2='h0;
      ctrl_reg3='h0;
      ctrl_reg4='h0;
    end
  end
  always @(state) begin
    case (state)
      IDLE : begin pready<=1'b0; pslverr<=1'b0; prdata<='hz; end
      SETUP : pready<=1'b1;
      TRANSFER :
      begin
        if(pwrite) begin  
          temp=pwdata;
          case(paddr)
            'd0: ctrl_reg0=temp;
          	'd1: ctrl_reg1=temp;
          	'd2: ctrl_reg2=temp;
          	'd3: ctrl_reg3=temp;
          	'd4: ctrl_reg4=temp;
          endcase
        end
        else begin  
          case(paddr)
            'd0: temp=ctrl_reg0;
          	'd1: temp=ctrl_reg1;
          	'd2: temp=ctrl_reg2;
          	'd3: temp=ctrl_reg3;
          	'd4: temp=ctrl_reg4;
          endcase
          prdata=temp;
        end 
        pready=1'b0;
      end
      ERROR : pslverr=1'b1;
      default : begin pready<=1'b0; pslverr=1'b0; prdata<='hz; end
    endcase
  end
endmodule
`timescale 1ns/1ps
module apb_system(
    input pwrite,pclk,ptransfer,presetn,
    input [31:0] paddr, pwdata,
    output [31:0] prdata,
    output pready,pslverr
    );
    wire penable,pselx;
    apb_peripheral apb_p (pready,pslverr,prdata,pclk,presetn,pwrite,penable,pselx,paddr,pwdata);
    apb_bridge apb_b (pready,pclk,presetn,ptransfer,pselx,penable);
endmodule
```
`design/flow/run.sh`:
```
#!/bin/bash
# OpenROAD 26Q1-2900-gdf79404cd8, Yosys 0.63+post, stock flow scripts
make -C /OpenROAD-flow-scripts/flow DESIGN_CONFIG=/design/flow/config.mk WORK_HOME=/design/flow/orfs finish
```
==> run summary <==
yosys + openroad results -> Min Clock Period, post-route=3.08 ns, Final Cycle Share=0.367, antenna violations before repair=0, cells after synthesis=around 220, crit start category=primary input, number of register pins that no clock reaches=between 60 and 70, CTS root buf=clkbuf_8, comb. cell area=886 sq um, final hold viol count=0, Max Root-Sink Buffers=2, worst slew pin tran=0.593 ns, CP arrival=about 3.3 ns, Clk Latency, worst-skew pair=0.23 ns, # diodes=0, VDD IR max=around 0.083 mV, final worst slack=between 5 and 6 ns, yosys stat chip area=2100 sq um, WL per Instance=around 12 um, Starting DRT DRC Count=just under 70, Residual DRC=0, Worst setup startpoint=paddr[31], Post-Route WL=4560 um, die width=66.8 um, Simple Share, Synth=0.222, first-pass GRT wire length=just over 7000 um, Max Cap Viol=0, Reg clk slew, reported paths=around 0.04 ns, r2r worst-path depth=3, hold depth=2, H-tree levels=1, r2r startpoint=apb_b.state[1], setup TNS=0 ns, Post-DP HPWL=between 3000 and 4000 um, Slew HR=0.605, status=completed, Leakage=between 0.001 and 0.0015 uW, # port buffers=between 100 and 150, cell area after placement=3140 sq um, max-slew violation count=0, CTS tree=built, post-CTS sizing=0, number of distinct library cells after synthesis=27, post-route ant nets=0, Crit Path Max Fanout=3, total power density per cell area=134 nW/um^2, endpoints failing setup=0, dominant kind of combinational cell=simple AND/OR/NAND/NOR gates, FP Util=0.521, Core Rows=23, Fill cells=~280, synth warn=357, Flops after synth=73, Mapped Area=2100 sq um, Hold Crit Class=reg -> reg, reg2reg end=apb_b.state[0], crit end category=register, worst setup path end=apb_p.state[1], GRT Overall Usage=0.213, GP Congestion=between 0.8 and 0.9, Post-CTS Setup Inserts=0, Max Freq=around 0.32 GHz, Synth Area in XOR/XNOR=0, CP Class=in -> reg, layout cells sized above 1=0.0498, number of CTS-inserted buffers=3, Yosys Instances=222, CTS Hold Buffers Added=0, Seq. cell area=about 1100 sq um, Log Warnings=26, endpoints left unconstrained=about 100, syn_area_per_cell=between 9 and 10 sq um, reg2reg setup slack=7.39 ns, Via density=~4.8, synthesis-to-layout area growth=51.6%, residual overflow from global routing=0, vias in the first global route=roughly 1.6k, largest net degree at the start of global routing=36, DRT Pass-1 Iters=4, ao+oa area frac=0.0429, Final Skew=around 0.0027 ns, pre-CTS WS=5.10 ns, fa+ha+maj area frac=0, Mux area share=0.152, design area=~3200 sq um, io pins=between 100 and 150, DIE HEIGHT=66.8 um, RSZ-0062 raised after global routing=no, vias after detailed routing=approximately 1.8k, DIE AREA=4460 sq um, CP required=between 8 and 9 ns, Core ar.=4030 sq um
## cells in the mapped netlist
| cell type | count | area [sq um] |
|---|---|---|
| nor2b_1 | 33 | 206 |
| nor4_4 | 1 | 21.3 |
| a21oi_1 | 3 | 15.0 |
| nor4_1 | 6 | 37.5 |
| buf_4 | 3 | 22.5 |
| buf_2 | 3 | 15.0 |
| nand4_1 | 2 | 12.5 |
| dlxtn_1 | 66 | 991 |
| or2_2 | 1 | 6.26 |
| nand2b_1 | 1 | 6.26 |
| nor2_2 | 2 | 12.5 |
| nor2_1 | 34 | 128 |
| a211o_1 | 1 | 8.76 |
| nor3_2 | 1 | 10.0 |
| o22ai_1 | 1 | 6.26 |
| o21ai_0 | 6 | 30.0 |
| nor3_1 | 2 | 10.0 |
| o21a_1 | 1 | 7.51 |
| buf_6 | 3 | 33.8 |
| o21ai_1 | 1 | 5.00 |
| a211oi_1 | 1 | 7.51 |
| dfxtp_1 | 7 | 140 |
| nand2_1 | 4 | 15.0 |
| inv_1 | 4 | 15.0 |
| a32o_1 | 1 | 10.0 |
| mux2i_1 | 32 | 320 |
| clkbuf_1 | 2 | 7.51 |
## per-layer routing
metal | up-vias | global-route usage | share of wire
met4 | 0 | 0.00798 | 0.0018
met5 | - | 0 | 0
met2 | 45 | 0.351 | 0.47
met1 | 826 | 0.330 | 0.48
met3 | 2 | 0.0208 | 0.045
li1 | 926 | - | -
## registers in the layout, summed over array words and instances, names as in the netlist
register and cells:
apb_p.state 4, apb_p.temp 32, apb_p.pready 1, apb_p.prdata 32
apb_b.state 3, apb_p.pslverr 1
## worst min path at each step
stage	end	slack, ns	startpoint
6_report	apb_p.state[2]	0.48	apb_p.state[0]
4_1_cts	apb_p.state[2]	0.49	apb_p.state[0]
5_1_grt	apb_p.state[2]	0.52	apb_p.state[0]
## where the power goes
group | switching, uW | internal [uW] | total [uW]
logic | 74.3 | 88.4 | 163
clock network | 16.5 | 32.3 | 48.8
registers | 17.7 | 196 | 214
## through the flow
stage | utilization | hold slack [ns] | power, uW | cells
final | 0.790 | 0.482 | 426 | 371
after global routing | 0.790 | 0.518 | 453 | 371
after CTS | 0.790 | 0.487 | 430 | 371
after detailed placement | 0.779 | 0.467 | 380 | 367
after global placement | 0.779 | 0.465 | 376 | 367
after floorplan | - | 0.440 | 279 | 222
## layout make-up
cell class | count | area share
tap | 50 | 0.0196
inverter | 4 | 0.00472
clock inverter | 1 | 0.00157
multi-input combinational | 134 | 0.278
clock buffer | 3 | 0.0130
timing repair buffer | 106 | 0.328
sequential | 73 | 0.355
## cell families after synthesis
logic type	count (synthesis)
flip-flops	7
AND/OR/NAND/NOR	87
multiplexers	32
latches	66
buffers and inverters	15
AND-OR/OR-AND	15
## worst max-delay path, cell delays in order
cell	delay, ns
clkdlybuf4s50_1	0.40
nor4_1	0.34
nand4_1	0.29
a211oi_1	0.35
a32o_1	0.20
## placed cells by master, fill, tap and decap left out, types with 4 or more instances in the layout
cell type,count
inv_1,4
nor2_1,34
clkdlybuf4s50_1,100
buf_4,5
nor4_1,6
nand2_1,4
dfxtp_1,7
mux2i_1,32
dlxtn_1,66
nor2b_1,33
o21ai_0,6
Power figures rest on the tool's default switching activity, not on a simulated workload.
